==> flow/design.v <==
module rgb_fpga_display_ctrl (
    input               rst_n,           
    input               clk,             
    input               enable,          
    input               line_rdy,        
    output logic        line_start,  
    output logic        frame_rdy,   
    output logic [3:0]  matrix_addr   
);
    logic matrix_addr_increase;
    logic matrix_addr_reset;
    always_ff @ (posedge clk or negedge rst_n) begin : address_counter
        if (!rst_n)
            matrix_addr <= 4'd0;
        else begin
            if(matrix_addr_reset)
                matrix_addr <= 4'd0;
            else begin
                if(matrix_addr_increase && !(&matrix_addr))                      
                    matrix_addr <= matrix_addr + 4'd1;
            end
        end
    end : address_counter
    enum logic [2:0] {
        IDLE            =   3'd0,
        RUNNING         =   3'd1,
        NEXT_LINE       =   3'd2,
        NEXT_FRAME      =   3'd3
    } fsm_display_ctrl_current_state, fsm_display_ctrl_next_state;
    always_ff @ (posedge clk or negedge rst_n) begin : display_ctrl_seq
        if (!rst_n)     fsm_display_ctrl_current_state <= IDLE;
        else            fsm_display_ctrl_current_state <= fsm_display_ctrl_next_state;     
    end
    always_comb begin : display_ctrl_comb
        line_start                  = 1'b0;
        matrix_addr_reset           = 1'b0;
        matrix_addr_increase        = 1'b0;
        frame_rdy                   = 1'b0;
        fsm_display_ctrl_next_state = fsm_display_ctrl_current_state;
        case ( fsm_display_ctrl_next_state )  
            IDLE            :   begin
                                    matrix_addr_reset = 1'b1;
                                    if(enable) begin                             
                                        line_start = 1'b1;
                                        fsm_display_ctrl_next_state = RUNNING;
                                    end else begin
                                        fsm_display_ctrl_next_state = IDLE;         
                                    end
                                end
            RUNNING         :   if(!enable) begin                                
                                    fsm_display_ctrl_next_state = IDLE;
                                end else if(line_rdy) begin                      
                                    fsm_display_ctrl_next_state = NEXT_LINE;
                                end
            NEXT_LINE       :   if(!enable) begin
                                    fsm_display_ctrl_next_state = IDLE;
                                end else begin
                                    if(matrix_addr < 4'd15) begin
                                        matrix_addr_increase = 1'b1;
                                        line_start = 1'b1;
                                        fsm_display_ctrl_next_state = RUNNING;
                                    end else begin
                                        matrix_addr_reset = 1'b1;
                                        frame_rdy = 1'b1;
                                        fsm_display_ctrl_next_state = NEXT_FRAME;
                                    end                                    
                                end
            NEXT_FRAME      :   if(!enable) begin
                                    fsm_display_ctrl_next_state = IDLE;
                                end else begin                                   
                                    line_start = 1'b1;
                                    fsm_display_ctrl_next_state = RUNNING;
                                end
            default             fsm_display_ctrl_next_state = IDLE;
        endcase
    end : display_ctrl_comb
endmodule
module rgb_fpga_line (
    input               rst_n,       
    input               clk,         
    input               enable,      
    input               line_start,  
    input [31:0][7:0]   data,        
    output logic        clk_o,       
    output logic        line_o,      
    output logic        line_lat,    
    output logic        line_oe,     
    output logic        line_rdy     
);
    logic   [7:0]       pwm_cnt;
    bit     [31:0]      col_cnt;
    always_ff @ (negedge rst_n or posedge clk) begin : pwm_counter
        if (!rst_n) begin
            pwm_cnt <= 8'd0;                                         
        end else begin
            if(!enable)
                pwm_cnt <= 8'd0;
            else
                if(clk_o) begin
                    if(pwm_cnt == 8'd255 && (col_cnt == 5'd31))          
                        pwm_cnt <= 8'd0;
                    else if(pwm_cnt < 8'd255 && (col_cnt == 5'd31))      
                        pwm_cnt <= pwm_cnt + 8'd1;
                end
        end
    end : pwm_counter
    always_ff @ (negedge rst_n or posedge clk) begin : col_counter
        if (!rst_n) begin
            col_cnt <= 5'd0;                                         
        end else begin
            if(!enable)
                col_cnt <= 5'd0;
            else
                if(clk_o) begin
                    if(col_cnt < 5'd31)                                  
                        col_cnt <= col_cnt + 5'd1;
                    else if (clk_o)
                        col_cnt <= 5'd0;
                end
        end
    end : col_counter
    assign line_o = (enable) ? (data[col_cnt] > pwm_cnt) : 5'd0;
    always_ff @ (negedge rst_n or posedge clk) begin : clk_generator
        if (!rst_n) begin
            clk_o <= 1'b0;           
        end else begin
            if(!enable)
                clk_o <= 1'b0;
            else
                if(!line_rdy && !line_lat)
                    clk_o <= !clk_o;
                else
                    clk_o <= 1'b0;
        end
    end : clk_generator
    always_ff @ (negedge rst_n or posedge clk) begin : line_latch
        if (!rst_n) begin
            line_lat <= 1'b0;           
        end else begin
            if(!enable)
                line_lat <= 1'b0;
            else
                if(col_cnt == 5'd31 && clk_o) begin
                    line_lat <= 1'b1;
                end else begin
                    line_lat <= 1'b0;
                end
        end
    end : line_latch
    always_ff @ (negedge rst_n or posedge clk) begin : line_output_enable
        if (!rst_n) begin
            line_oe <= 1'b1;           
        end else begin
            if(!enable)
                line_oe <= 1'b1;
            else
                if(((col_cnt == 5'd31) && clk_o) || line_lat)
                    line_oe <= 1'b1;
                else
                    line_oe <= 1'b0;
        end
    end : line_output_enable
    always_ff @ (negedge rst_n or posedge clk) begin : line_ready
        if (!rst_n) begin
            line_rdy <= 1'b1;        
        end else begin
            if(!enable)
                line_rdy <= 1'b1;
            else
                if(line_start)
                    line_rdy <= 1'b0;
                if(pwm_cnt == 8'd255 && (col_cnt == 5'd31) && clk_o)
                    line_rdy <= 1'b1;
        end
    end : line_ready
endmodule
module rgb_fpga_toplevel (
    input               rst_n,       
    input               clk,         
    input               enable,      
    output logic        matrix_r0,   
    output logic        matrix_g0,   
    output logic        matrix_b0,   
    output logic        matrix_r1,   
    output logic        matrix_g1,   
    output logic        matrix_b1,   
    output logic        matrix_clk,  
    output logic        matrix_oe,   
    output logic        matrix_lat,  
    output logic [3:0]  matrix_addr, 
    output logic        line_start   
);
    logic [31:0][7:0] data;          
    logic [31:0][7:0] data_g;        
    logic       line_rdy;
    logic       frame_rdy;
    assign data = {8'd255,8'd128,8'd10,8'd1,8'd0,8'd0,8'd0,8'd0,
                     8'd0,8'd0,8'd0,8'd0,8'd0,8'd0,8'd0,8'd0,
                     8'd0,8'd0,8'd0,8'd0,8'd0,8'd0,8'd0,8'd0,
                     8'd0,8'd0,8'd0,8'd0,8'd0,8'd0,8'd0,8'd255};  
    assign data_g = {8'd0,8'd0,8'd0,8'd0,8'd0,8'd0,8'd0,8'd0,
                     8'd0,8'd0,8'd0,8'd0,8'd0,8'd0,8'd0,8'd0,
                     8'd0,8'd0,8'd0,8'd0,8'd0,8'd0,8'd0,8'd0,
                     8'd0,8'd0,8'd0,8'd0,8'd0,8'd0,8'd0,8'd0};  
    rgb_fpga_display_ctrl   o_rgp_fpga_display_ctrl(
        .rst_n          (rst_n),                 
        .clk            (clk),                   
        .enable         (enable),                
        .line_rdy       (line_rdy),              
        .line_start     (line_start),            
        .frame_rdy      (frame_rdy),             
        .matrix_addr    (matrix_addr)            
    );
    rgb_fpga_line   o_rgb_fpga_line_red_0(
        .rst_n          (rst_n),                 
        .clk            (clk),                   
        .enable         (enable),                
        .line_start     (line_start),            
        .data           (data),                  
        .clk_o          (matrix_clk),            
        .line_o         (matrix_r0),             
        .line_lat       (matrix_lat),            
        .line_oe        (matrix_oe),             
        .line_rdy       (line_rdy)               
    );
    rgb_fpga_line   o_rgb_fpga_line_green_0(
        .rst_n          (rst_n),                 
        .clk            (clk),                   
        .enable         (enable),                
        .line_start     (line_start),            
        .data           (data_g),                
        .clk_o          (),                      
        .line_o         (matrix_g0),             
        .line_lat       (),                      
        .line_oe        (),                      
        .line_rdy       ()                       
    );
    rgb_fpga_line   o_rgb_fpga_line_blue_0(
        .rst_n          (rst_n),                 
        .clk            (clk),                   
        .enable         (enable),                
        .line_start     (line_start),            
        .data           (data_g),                
        .clk_o          (),                      
        .line_o         (matrix_b0),             
        .line_lat       (),                      
        .line_oe        (),                      
        .line_rdy       ()                       
    );
    rgb_fpga_line   o_rgb_fpga_line_red_1(
        .rst_n          (rst_n),                 
        .clk            (clk),                   
        .enable         (enable),                
        .line_start     (line_start),            
        .data           (data_g),                
        .clk_o          (),                      
        .line_o         (matrix_r1),             
        .line_lat       (),                      
        .line_oe        (),                      
        .line_rdy       ()                       
    );
    rgb_fpga_line   o_rgb_fpga_line_green_1(
        .rst_n          (rst_n),                 
        .clk            (clk),                   
        .enable         (enable),                
        .line_start     (line_start),            
        .data           (data_g),                
        .clk_o          (),                      
        .line_o         (matrix_g1),             
        .line_lat       (),                      
        .line_oe        (),                      
        .line_rdy       ()                       
    );
    rgb_fpga_line   o_rgb_fpga_line_blue_1(
        .rst_n          (rst_n),                 
        .clk            (clk),                   
        .enable         (enable),                
        .line_start     (line_start),            
        .data           (data),               	 
        .clk_o          (),                      
        .line_o         (matrix_b1),             
        .line_lat       (),                      
        .line_oe        (),                      
        .line_rdy       ()                       
    );
endmodule
==> flow/run.sh <==
#!/bin/bash
# OpenROAD 26Q1-2900-gdf79404cd8, Yosys 0.63+post, stock flow scripts
make -C /OpenROAD-flow-scripts/flow DESIGN_CONFIG=/design/flow/config.mk WORK_HOME=/design/flow/orfs finish
==> flow/config.mk <==
export PLATFORM = sky130hd
export DESIGN_NAME = rgb_fpga_toplevel
export DESIGN_NICKNAME = rgb_fpga_toplevel
export VERILOG_FILES = /design/flow/design.v
export SDC_FILE = /design/flow/constraint.sdc
export NUM_CORES = 4
export LEC_CHECK = 1
export CORE_UTILIZATION = 30
==> flow/constraint.sdc <==
current_design rgb_fpga_toplevel

set clk_period 5.6
set clk_io_pct 0.2

create_clock -name clk0 -period $clk_period [get_ports {clk}]

set non_clock_inputs [all_inputs -no_clocks]
set_input_delay [expr $clk_period * $clk_io_pct] -clock clk0 $non_clock_inputs
set_output_delay [expr $clk_period * $clk_io_pct] -clock clk0 [all_outputs]
==> flow_metrics.py <==
# Metrics from the implementation run
metrics = {
    "outcome": {
        "status": "finished, final reports clean",
    },
    "final_timing": {
        "final_max_slew_viol_count": 0,
        "post-route-min-period_ns": 4.29,
        "hold_viol": 0,
        "slew_headroom": 0.452,
        "fin_setup_tns_ns": 0,
        "fin_skew_ns": 0.00580,
        "fmax_mhz": 233,
        "worst_pin_slew_ns": 0.818,
        "finalClockPeriodUsage": 0.766,
        "rsz0062_at_grt": "no",
        "finalSetupViolations": 0,
    },
    "grt": {
        "grt_max_degree": 62,
        "grt.overflow.total": 0,
        "grt_pass1_vias": 3328,
        "grt_pass1_wl_um": 16300,
        "track_usage": 0.123,
        "antenna_found_initial": 0,
    },
    "synthesis": {
        "top_area_cell": "dfrtp_1",
        "ys_cells": 512,
        "enable_flop_cells": 0,
        "ys_chip_area_mm2": 0.00486,
        "synthTopCellsByArea": "dfrtp_1 (47%), ha_1 (5.4%), nor2_1 (4.9%)",
        "synth_cells": 512,
        "ys_top_cells_by_count": "dfrtp_1 (91), nor2_1 (64), nand2_1 (44), a21oi_1 (37), nand3_1 (25)",
        "postSynthAreaPerCell_um2": 9.48,
        "synthArstFlopShare": 1.00,
        "synth_cell_types": 44,
        "syn_area_mm2": 0.00486,
        "postSynthSeqShare": 0.491,
        "synth_top_area_share": 0.469,
        "yosysMostFrequentCell": "dfrtp_1",
        "ys_seq_elements": 95,
        "ff_type": "dfrtp_1",
        "ys_warn_count": 2,
    },
    "setup_path": {
        "path_class": "reg -> out",
        "required_ns": 4.48,
        "arrival_ns": 3.17,
        "path_max_fanout": 6,
        "crit_path_end_kind": "output port",
        "startpoint_type": "register",
    },
    "floorplan": {
        "fp_util": 0.307,
        "io_pins": 17,
        "rows": 46,
        "fp.dieH_um": 129,
        "core_mm2": 0.0158,
        "die-width_um": 129,
        "die-area_mm2": 0.0167,
    },
    "placement": {
        "finalWeightedCongestion": 0.844,
        "hpwl_um": 6490,
        "port_buffers": 12,
    },
    "power": {
        "swShare": 0.250,
        "p_sw_uw": 370,
        "power_mw": 1.48,
        "p_comb_frac": 0.092,
        "p_leak_nw": 2.45,
        "p_int_mw": 1.11,
        "clkPwrFrac": 0.427,
        "ir_drop_v": 0.000157,
        "power-per-cell-area_mw_per_mm2": 270,
        "pwr-share-seq": 0.481,
    },
    "detailed_routing": {
        "totalWireLength_um": 9450,
        "wl_met3_um": 313,
        "antennaDiodeCount": 0,
        "maxUsedRoutingLayer": "met4",
        "routedWlPerCell_um": 12.8,
        "ant_nets": 0,
        "wl_met2_um": 4360,
        "drt-met1-wl_um": 4680,
        "drc_errors": 0,
        "vias": 3662,
        "dr.pass1.iters": 4,
        "drt-vias-per-instance": 4.96,
        "drtIter0Drc": 285,
    },
    "cts": {
        "worstSkewPairLatency_ns": 0.34,
        "cts_sinks": 95,
        "cts.path.max_buffers": 2,
        "path_clk_slew_ns": 0.07,
        "cts_root_buf": "clkbuf_16",
        "post_cts_resized": 0,
        "numCtsBuffers": 9,
        "hold_buffers": 0,
        "htreeDepth": 3,
        "cts_setup_buffers": 0,
        "cts_tree": "yes",
    },
    "flow_run": {
        "tool_warnings": 25,
        "drv_cap": 0,
    },
    "layout": {
        "final_layout_size_suffix_gt1_frac": 0.0727,
        "area_delta_synth_final_pct": 13.1,
    },
    "hold_path": {
        "min_path_type": "reg -> reg",
    },
}
==> cell usage in the layout, fill, tap and decap left out, types with 9 or more instances in the layout <==
| master | count |
|---|---|
| dfrtp_1 | 91 |
| and2_1 | 19 |
| clkbuf_16 | 9 |
| o21ai_0 | 10 |
| nor4_1 | 12 |
| inv_1 | 18 |
| ha_1 | 21 |
| clkdlybuf4s50_1 | 11 |
| a31oi_1 | 14 |
| a21oi_1 | 37 |
| xnor2_1 | 9 |
| nor3_1 | 10 |
| nand4_1 | 15 |
| nand3_1 | 25 |
| nor2_1 | 64 |
| and3_1 | 18 |
| nand2_1 | 44 |
==> state kept, by name, summed over array words and instances, names as in the netlist <==
register	count
o_rgb_fpga_line_blue_1.col_cnt	32
o_rgb_fpga_line_red_0.line_lat	1
o_rgb_fpga_line_blue_1.line_rdy	1
o_rgp_fpga_display_ctrl.matrix_addr	4
o_rgb_fpga_line_blue_1.clk_o	1
o_rgb_fpga_line_red_0.pwm_cnt	8
o_rgb_fpga_line_red_0.col_cnt	32
o_rgb_fpga_line_red_0.line_oe	1
o_rgb_fpga_line_blue_1.pwm_cnt	8
o_rgb_fpga_line_red_0.line_rdy	1
o_rgp_fpga_display_ctrl.fsm_display_ctrl_current_state	4
o_rgb_fpga_line_red_0.clk_o	1
o_rgb_fpga_line_blue_1.line_lat	1
==> area by class of cell <==
class | count | area [um^2]
Clock buffer | 9 | 225
Multi-Input combinational cell | 377 | 2300
Clock inverter | 7 | 86.3
Timing Repair Buffer | 17 | 155
Fill cell | 1549 | 10300
Sequential cell | 95 | 2380
Inverter | 18 | 67.6
Tap cell | 216 | 270
==> kinds of logic after synthesis <==
family          Yosys count  share of synthesized area
other cells               1                   0.000772
flops                    95                      0.491
xor+xnor                 17                     0.0307
fa+ha+maj                21                     0.0541
simple gates            241                      0.265
mux                       3                    0.00618
buf+inv                  43                     0.0371
compound gates           91                      0.116
==> metrics by stage <==
| stage | cell area [um^2] | hold slack (ns) | worst slack (ns) | std cells | utilization |
|---|---|---|---|---|---|
| 6_report | 5490 | 0.404 | 1.31 | 739 | 0.347 |
| 5_1_grt | 5490 | 0.408 | 1.07 | 739 | 0.347 |
| 4_1_cts | 5490 | 0.403 | 1.28 | 739 | 0.347 |
| 3_5_place_dp | 5180 | 0.390 | 1.48 | 723 | 0.327 |
| 3_3_place_gp | 5180 | 0.388 | 1.51 | 723 | 0.327 |
| 2_1_floorplan | 4870 | 0.385 | 2.28 | 515 | - |
==> power groups by stage <==
stage,logic (mW),registers (mW),clock network (mW)
CTS,0.140,0.712,0.649
global route,0.158,0.715,0.679
finish,0.137,0.713,0.632
==> routing by layer <==
metal  track usage  vias up
li1              -     1837
met1         0.195     1758
met2         0.186       60
met3        0.0206        7
met4        0.0118        0
met5             0        -
==> worst max-delay path: stages (launching register included) <==
cell and delay, ns:
dfrtp_1 0.44, or4_1 0.53, nor2_1 0.10, o21bai_1 0.11
a21oi_1 0.32, ha_1 0.32, a21o_1 0.18, a21o_1 0.18
a21oi_1 0.16, a21oi_1 0.09, clkdlybuf4s50_1 0.42
==> worst paths after layout <==
kind                                                                 from                                        endpoint  slack (ns)  depth (start not counted)
min reg2reg                     o_rgb_fpga_line_blue_1.line_lat$_DFF_PN0_          o_rgb_fpga_line_blue_1.clk_o$_DFF_PN0_        0.40                          1
min                             o_rgb_fpga_line_blue_1.line_lat$_DFF_PN0_          o_rgb_fpga_line_blue_1.clk_o$_DFF_PN0_        0.40                          1
max                         o_rgb_fpga_line_blue_1.col_cnt[3]$_DFFE_PN0P_                                       matrix_b1        1.31                         10
min in group asynchronous                                           rst_n   o_rgb_fpga_line_blue_1.col_cnt[6]$_DFFE_PN0P_        0.85                          1
max reg2reg                o_rgb_fpga_line_blue_1.col_cnt[24]$_DFFE_PN0P_  o_rgb_fpga_line_blue_1.col_cnt[15]$_DFFE_PN0P_        3.13                          6
max in group asynchronous                                           rst_n     o_rgb_fpga_line_blue_1.line_rdy$_DFFE_PN1P_        3.74                          2
Power is estimated from default activity; no workload was simulated.
